==> flow/design.v <==
`timescale 1ns/1ps
module serial_adder_mealy (
  input  wire       clk,
  input  wire       rst,      
  input  wire [3:0] a,        
  input  wire [3:0] b,        
  input  wire       cin,      
  output wire       s,        
  output wire       cout      
);
  reg C;
  wire C_next;
  reg [1:0] bit_idx;
  wire x1 = a[bit_idx] ^ b[bit_idx];      
  wire sum_bit = x1 ^ C;                  
  wire ab    = a[bit_idx] & b[bit_idx];   
  wire xC    = x1 & C;                    
  assign C_next = ab | xC;                
  assign s    = sum_bit;
  assign cout = C;
  always @(posedge clk) begin
    if (rst) begin
      C       <= cin;       
      bit_idx <= 2'd0;      
    end else begin
      C       <= C_next;                
      bit_idx <= bit_idx + 1'b1;        
    end
  end
endmodule
==> flow/run.sh <==
#!/bin/bash
# OpenROAD 26Q1-2900-gdf79404cd8, Yosys 0.63+post, stock flow scripts
make -C /OpenROAD-flow-scripts/flow DESIGN_CONFIG=/design/flow/config.mk WORK_HOME=/design/flow/orfs finish
==> flow/config.mk <==
export PLATFORM = sky130hd
export DESIGN_NAME = serial_adder_mealy
export DESIGN_NICKNAME = serial_adder_mealy
export VERILOG_FILES = /design/flow/design.v
export SDC_FILE = /design/flow/constraint.sdc
export NUM_CORES = 4
export LEC_CHECK = 1
export CORE_AREA = 10 10 70 70
export DIE_AREA = 0 0 80 80
==> flow/constraint.sdc <==
current_design serial_adder_mealy

set clk_period 1.9
set clk_io_pct 0.2

create_clock -name clk0 -period $clk_period [get_ports {clk}]

set non_clock_inputs [all_inputs -no_clocks]
set_input_delay [expr $clk_period * $clk_io_pct] -clock clk0 $non_clock_inputs
set_output_delay [expr $clk_period * $clk_io_pct] -clock clk0 [all_outputs]
==> changes_impl.md <==
## Implementation

* Status: complete, but fails checks
* Failing checks: negative setup slack
* DR iter-0 viols at 5
* Drt wl/cell at 9.01 um
* Final-layout fill cell count at 406
* Largest stage delay on the critical path at 0.51 ns
* Critical path launch point: a[3]
* Clock root buffer: clkbuf_4
* N_diodes at 0
* Layout Cells excl Fill at 74
* Max Freq at 480 MHz
* CP bufs+invs at 2
* Relative slew slack at 0.897
* Largest net degree at the start of global routing at 4
* Gr ovfl total at 0
* Latency at later pin at 0.23 ns
* Endpoints failing hold at 0
* Slew Viols, Final at 0
* Placed Cells at 70
* Seq/Total Area, Yosys at 0.375
* Fp_density at 0.0469
* Vias per std cell at 2.01
* Reg2Reg Depth at 3
* Top-area cell type share of the netlist area at 0.375
* Critical Path End Type: output port
* Final WS setup at -0.183 ns
* Number of global-route vias before repair at 193
* Mean Syn Cell Area at 16.0 sq um
* Register Area at 63.8 sq um
* Post-synthesis cell area at 160 sq um
* TritonCTS clock tree: yes
* Drt drc at 0
* DP Area at 353 sq um
* Unique cell types at 6
* First-pass GRT wire length at 986 um
* Pwr dens at 695 mW/mm^2
* Reg2reg start: bit_idx[0]$_SDFF_PP0_
* Final ANT Viol Nets at 0
* CP max stage cell: fa_1
* Yosys Instances at 10
* Gp weighted congestion at 0.730
* Clk sinks at 3
* Comb. cell area at 92.6 sq um
* Unrepaired setup endpoints after global routing: yes
* IO buf count at 12
* Die area at 0.00640 sq mm
* Syn Inst Count at 10
* Die width at 80 um
* Core Box Area at 0.00342 sq mm
* Layout area overhead at 125%
* MaxCap Viol Count at 0
* Vias at 149
* CTS H-tree depth at 1
* Synth top area cells: dfxtp_1, mux4_1, fa_1
* Fin crit period at 2.08 ns
* Post-route clock period utilization at 1.10
* Clock tree buffer depth at 2
* Crit-path leading delay family: adder cells
* Yosys top cell by area: dfxtp_1
* Share of cells above drive strength 1 at 0.357
* Yosys stat chip area at 160 sq um
* Least-Margin Pin Slew at 0.153 ns
* Count of final setup violators at 1
* Crit path max fanout at 1
* Worst Path Arrival at 1.70 ns
* Drt pass-1 iters at 2
* Number of OpenROAD warnings at 27
* Global Route Usage Sum at 0.0209
* I/O pin cnt at 13
* Design Area, Final at 360 sq um
* CP endpoint: s
* Crit path DRT at 1.52 ns
* Yosys warns at 1
* Number of CTS-inserted buffers at 3
* R2r setup slk at 0.27 ns
* #FFs+latches synth at 3
* Leak at 0.137 nW
* Die Ht at 80 um
* Clock Skews at 0.0000213 ns
* FP Rows at 21
* Startpoint types: input port
* Initial antenna violation count at 0
* Reg2reg end: C$_DFF_P_
* Worst hold path class: reg -> reg
* Total chip power at 0.000250 W
* CP Depth at 4
* CP Class: in -> out
* Worst vdd ir at 0.0852 mV
* CP cell instances: dlygate4sd2_1 -> mux4_2 -> fa_1 -> buf_2
* Total wire length at 667 um
* Clk pin slew, worst setup/hold paths at 0.04 ns
[cell usage in the layout, fill, tap and decap left out]
master           instances
clkbuf_1                 1
clkdlybuf4s50_1          3
mux4_2                   2
clkbuf_4                 3
mux2_2                   1
nor2_1                   2
dfxtp_1                  2
buf_4                    2
dfxtp_4                  1
xnor2_1                  1
buf_2                    1
fa_1                     1
dlygate4sd2_1            8
[cell type report]
cell class	instances	area share
Clock buffer	4	0.0729
Multi-Input combinational cell	7	0.257
Sequential cell	3	0.177
Tap cell	46	0.160
Timing Repair Buffer	14	0.333
[cells in the mapped netlist]
| cell type | n |
|---|---|
| mux2_2 | 1 |
| dfxtp_1 | 3 |
| nor2_1 | 2 |
| fa_1 | 1 |
| mux4_1 | 2 |
| xnor2_1 | 1 |
[routing by layer]
layer,vias to the layer above,track usage,share of wire
met5,-,0,0
met4,0,0.00528,0
met3,0,0.0239,0.21
met2,10,0.0225,0.36
met1,67,0.0254,0.44
li1,72,-,-
[how the worst min path moves through the flow]
stage,startpoint,to,slack [ns],cells past startpoint
final,bit_idx[0]$_SDFF_PP0_,bit_idx[0]$_SDFF_PP0_,0.54,2
after global routing,bit_idx[0]$_SDFF_PP0_,bit_idx[0]$_SDFF_PP0_,0.56,2
after CTS,bit_idx[0]$_SDFF_PP0_,bit_idx[0]$_SDFF_PP0_,0.56,2
[cell families (layout without fill, tap and decap cells)]
| group | Yosys count | in the layout | synth area share |
|---|---|---|---|
| flops | 3 | 3 | 0.375 |
| fa+ha+maj | 1 | 1 | 0.125 |
| mux | 3 | 3 | 0.398 |
| xor+xnor | 1 | 1 | 0.0547 |
| buf+inv | 0 | 18 | 0 |
| simple gates | 2 | 2 | 0.0469 |
[through the flow]
step	util	setup slack, ns	hold slack (ns)	TNS (ns)
floorplan	-	0.0792	0.447	0
detailed placement	0.103	-0.795	0.589	-1.01
CTS	0.105	-0.207	0.559	-0.207
finish	0.105	-0.183	0.541	-0.183
global route	0.105	-0.226	0.563	-0.226
global placement	0.103	-0.791	0.563	-1.01
[tightest hold or removal path, stage by stage, from the launching register on]
cell and delay (ns):
dfxtp_4 0.35, buf_4 0.11, nor2_1 0.04
[power breakdown]
group          switching, W  internal (W)
combinational     0.0000173     0.0000457
sequential       0.00000667     0.0000707
clock             0.0000314     0.0000786
[flip-flops by register name, summed over array words and instances, names as in the netlist]
name     count
C            1
bit_idx      2
[what timing repair did]
action / in CTS / in global routing
buffers inserted: 0 / 0
gates resized: 14 / 1
pin swaps: 1 / 1
hold buffers: 0 / 0
endpoints found under the setup margin: 1 / 1
Power figures rest on the tool's default switching activity, not on a simulated workload.
