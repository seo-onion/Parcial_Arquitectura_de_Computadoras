<file path="/design/flow/design.v">
`timescale 1ns/1ps
module garage_controller (
    input  wire clk,         
    input  wire remote,      
    input  wire open,        
    input  wire closed,      
    input  wire timer,       
    output reg  power,       
    output reg  direction    
);
  localparam S0 = 3'b000;   
  localparam S1 = 3'b001;   
  localparam S2 = 3'b010;   
  localparam S3 = 3'b011;   
  localparam S4 = 3'b100;   
  localparam S5 = 3'b101;   
  reg [2:0] state = S0;     
  reg [2:0] next_state;
  always @(posedge clk) begin
    state <= next_state;
  end
  always @(*) begin
    next_state = state;
    case (state)
      S0: next_state = remote ? S1 : S0;                   
      S1: next_state = remote ? S3 : (open ? S2 : S1);     
      S3: next_state = remote ? S1 : S3;                   
      S2: next_state = (remote|timer) ? S4 : S2;           
      S4: next_state = remote ? S5 : (closed ? S0 : S4);   
      S5: next_state = remote ? S4 : S5;                   
      default: next_state = S0;                            
    endcase
  end
  always @(*) begin
    case (state)
      S1: begin power = 1; direction = 0; end             
      S4: begin power = 1; direction = 1; end             
      default: begin power = 0; direction = 0; end        
    endcase
  end
endmodule
</file>
<file path="/design/flow/config.mk">
export PLATFORM = sky130hd
export DESIGN_NAME = garage_controller
export DESIGN_NICKNAME = garage_controller
export VERILOG_FILES = /design/flow/design.v
export SDC_FILE = /design/flow/constraint.sdc
export NUM_CORES = 4
export LEC_CHECK = 1
export CORE_AREA = 10 10 70 70
export DIE_AREA = 0 0 80 80
</file>
<file path="/design/flow/run.sh">
#!/bin/bash
# OpenROAD 26Q1-2900-gdf79404cd8, Yosys 0.63+post, stock flow scripts
make -C /OpenROAD-flow-scripts/flow DESIGN_CONFIG=/design/flow/config.mk WORK_HOME=/design/flow/orfs finish
</file>
<file path="/design/flow/constraint.sdc">
current_design garage_controller

set clk_period 1.9
set clk_io_pct 0.2

create_clock -name clk0 -period $clk_period [get_ports {clk}]

set non_clock_inputs [all_inputs -no_clocks]
set_input_delay [expr $clk_period * $clk_io_pct] -clock clk0 $non_clock_inputs
set_output_delay [expr $clk_period * $clk_io_pct] -clock clk0 [all_outputs]
</file>
==> results.json <==
{
  "ff2ff_path_depth": 3,
  "reg2reg_from": "state[1]",
  "critical-path-max-stage-delay_ns": 0.48,
  "finalHoldViolations": 0,
  "row_count": 21,
  "final.setup_skew_ns": 0.000425,
  "path_class": "reg2out",
  "clock_latency_ns": 0.23,
  "r2r_end": "state[2]",
  "finalMaxSlewViolations": 0,
  "wirelength_um": 559,
  "finish.instance_area_um2": 319,
  "whs_endpoint": "state[1]",
  "drv_cap": 0,
  "cp_max_fo": 9,
  "pin_count": 7,
  "area_growth_pct": 75.9,
  "min_period_ns": 1.76,
  "vias_per_cell": 2.47,
  "r2r_setup_slack_ns": 0.81,
  "hold_start": "state[2]",
  "drt_iter0_markers": 5,
  "clk_pin_slew_worst_paths_ns": 0.04,
  "crit_path_top_delay_cell": "dfxtp_1",
  "gp_congestion": 0.657,
  "fmax_mhz": 567,
  "yosys_warnings": 1,
  "endpoint_kind": "primary output",
  "htreeDepth": 1,
  "ant_nets": 0,
  "synth_chip_area_um2": 181,
  "cts_tree": "yes",
  "fp-utilization": 0.0531,
  "rsz0062_at_grt": "true",
  "hold_class": "reg2reg",
  "top_regs": "state: 3 flops",
  "grt_usage": 0.0192,
  "tool_warnings": 26,
  "grt_pass1_wl_um": 876,
  "powerDensity_nw_per_um2": 1380,
  "final_util": 0.0934,
  "die_w_um": 80,
  "setup_viol": 0,
  "clkSinkCount": 3,
  "cp.required_ns": 1.52,
  "io_buffers": 6,
  "cp.arrival_ns": 1.38,
  "num_vias": 185,
  "maxSlewHeadroom": 0.801,
  "synth_flops": 3,
  "peakVddDrop_mv": 0.399,
  "place_area_um2": 288,
  "coreArea_um2": 3420,
  "outcome": "finished clean",
  "antenna_found_initial": 1,
  "drive_gt1_frac": 0.250,
  "finalSetupTns_ns": 0,
  "syn_area_um2": 181,
  "numCtsBuffers": 3,
  "grt_max_degree": 10,
  "top_cells_by_area": "dfxtp_1 33%, nor2b_4 7.6%, a211oi_2 6.9%",
  "nFillCells": 410,
  "routedWlPerCell_um": 7.45,
  "path_cells": "nor2_1 -> and2_1 -> clkdlybuf4s50_1",
  "grt_pass1_vias": 194,
  "ys_cells": 19,
  "regMostFlops": "state",
  "die_h_um": 80,
  "synthCells": 19,
  "ys_seq_share": 0.331,
  "hold_slack_ns": 0.500,
  "synth_cell_types": 14,
  "clockRootBuffer": "clkbuf_4",
  "top_area_cell": "dfxtp_1",
  "clk_path_buf_depth": 2,
  "firstDrtPassIters": 3,
  "p_leak_nw": 0.0913,
  "fin_crit_sh": 0.928,
  "largest_reg_flops": 3,
  "hold_depth": 1,
  "startpoint_type": "flip-flop",
  "route.detailed.drc": 0,
  "post_cts_buffers": 0,
  "worst-slew-pin-transition_ns": 0.298,
  "die-area_um2": 6400,
  "grt_overflow": 0,
  "p_total_mw": 0.442,
  "top_area_frac": 0.331,
  "syn_area_per_cell_um2": 9.55
}
==> metrics by stage <==
stage,worst slack (ns),instances
floorplan,0.916,19
global placement,0.366,70
detailed placement,0.356,70
CTS,0.0810,74
global route,-0.00879,75
finish,0.138,75
==> critical path, delay by kind of cell (launching register included) <==
kind          cells  cell delay, ns
simple gates      2            0.26
flops             1            0.48
buf+inv           1            0.41
==> synthesized netlist by cell type <==
master / number
and2_1: 1
nand2b_1: 2
nor4b_1: 1
o221a_1: 1
o21ai_0: 2
nor2b_4: 1
nand3_1: 1
a21oi_1: 2
o32ai_1: 1
nor2_1: 1
a211oi_2: 1
buf_6: 1
a211oi_1: 1
dfxtp_1: 3
==> kinds of logic after synthesis <==
| logic type | share of synthesized area |
|---|---|
| AND/OR/NAND/NOR | 0.276 |
| buffers and inverters | 0.0621 |
| flip-flops | 0.331 |
| AND-OR/OR-AND | 0.331 |
==> layout by cell type (no fill, tap or decap) <==
master	netlist	routed
a211oi_1	1	1
a211oi_2	1	1
clkbuf_4	0	3
o221a_1	1	1
o32ai_1	1	1
dfxtp_1	3	1
clkbuf_1	0	1
nor2_1	1	1
o21ai_0	2	2
and2_1	1	1
nand2b_1	2	2
nand3_1	1	1
clkdlybuf4s50_1	0	6
nor4b_1	1	1
a21oi_1	2	2
dfxtp_2	0	2
nor2b_4	1	1
diode_2	0	1
==> report_power, final <==
group	total (mW)	internal (mW)	leakage (nW)	switching, mW
Sequential	0.160	0.101	0.0253	0.0590
Clock	0.111	0.0787	0.0150	0.0324
Combinational	0.171	0.116	0.0510	0.0550
Total	0.442	0.295	0.0913	0.146
==> routing by layer <==
layer,share of wire,wire length (um),track usage
met2,0.29,160,0.0169
met4,0.021,12,0.00704
met5,0,0,0
met3,0.16,91,0.0227
met1,0.53,294,0.0252
==> layout make-up <==
class	count	area (um2)	share of cell area
tap	46	57.6	0.180
antenna	1	2.50	0.00784
sequential	3	62.6	0.196
multi-input combinational	15	110	0.345
timing repair buffer	6	60.1	0.188
clock buffer	4	26.3	0.0824
==> what timing repair did <==
item	in CTS	in global routing
endpoints found under the setup margin	0	2
hold buffers	0	0
gates resized	0	2
==> how the worst max path moves through the flow <==
stage | from | to | slack, ns | cells after the start
CTS | state[2] | power | 0.08 | 3
global route | state[1] | direction | -0.009 | 3
finish | state[1] | direction | 0.14 | 3
Power and IR drop assume default switching activity.
